==> design.v <==
module ALU #(
    parameter dataWidth = 32, selectWidth = 4
) (
    input   logic                           clk,
    input   logic                           reset,
    input   logic   [dataWidth-1:0]         inputA,
    input   logic   [dataWidth-1:0]         inputB,
    input   logic   [selectWidth-1:0]       ALUSelect,
    output  logic   [dataWidth-1:0]         dataOut,
    output  logic   [dataWidth-1:0]         dataOutHigh
);
    enum logic [selectWidth-1:0] {
        ADD, SUB, MUL, AND, OR, 
        XOR, NOT, SLL, SRL
    } ALUop;
    always_comb begin
        dataOutHigh = 0;
        case (ALUSelect)
            ADD:        dataOut = (inputA + inputB);
            SUB:        dataOut = (inputA - inputB);
            MUL:        {dataOutHigh, dataOut} = ($signed(inputA) * $signed(inputB));
            AND:        dataOut = (inputA & inputB);
            OR :        dataOut = (inputA | inputB);
            XOR:        dataOut = (inputA ^ inputB);
            NOT:        dataOut = (~inputA);
            SLL:        dataOut = (inputA << inputB);
            SRL:        dataOut = (inputA >> inputB);
            default:    {dataOutHigh, dataOut} = 0;          
        endcase
    end
endmodule
==> run.sh <==
#!/bin/bash
# OpenROAD 26Q1-2900-gdf79404cd8, Yosys 0.63+post, stock flow scripts
make -C /OpenROAD-flow-scripts/flow DESIGN_CONFIG=/design/flow/config.mk WORK_HOME=/design/flow/orfs finish
==> config.mk <==
export PLATFORM = sky130hd
export DESIGN_NAME = ALU
export DESIGN_NICKNAME = ALU
export VERILOG_FILES = /design/flow/design.v
export SDC_FILE = /design/flow/constraint.sdc
export NUM_CORES = 4
export LEC_CHECK = 1
export CORE_UTILIZATION = 40
export SYNTH_HDL_FRONTEND = slang
==> constraint.sdc <==
current_design ALU

set clk_period 23.8
set clk_io_pct 0.2

create_clock -name clk0 -period $clk_period

set non_clock_inputs [all_inputs -no_clocks]
set_input_delay [expr $clk_period * $clk_io_pct] -clock clk0 $non_clock_inputs
set_output_delay [expr $clk_period * $clk_io_pct] -clock clk0 [all_outputs]
==> metrics.cfg <==
[sta]
finalCritPeriodShare=0.836
slew_violations=0
hold_viol=0
worstMarginPinSlew_ns=1.33
period_needed_ns=19.90
rsz0062_at_grt=false
timing.final.ws_setup_ns=3.90
fmax_ghz=0.0503
setup_viol=0
tns_ns=0
slew_headroom=0.102

[worst_setup_path]
required_ns=19.04
worstSetupStartpoint=inputA[31]
crit_type=primary input to output pin
startpoint_type=primary input
cp_max_fo=21
worstPathArrival_ns=15.14
crit_path_end=dataOutHigh[31]
endpoint_kind=output pin

[clock_tree]
hold_buffers=0
post_cts_buffers=0
post_cts_resize_count=0

[die]
rows=120
fp_util=0.403
die_h_microns=330
core_area_sq_um=107000
ioPinCount=134
die_x_microns=330
die-area_sq_um=109000

[detailed_routing]
drtPass1Iterations=5
dr_total_vias=36100
drc_errors=0
routed_wl_mm=165
post_drt_wl_per_cell_microns=25.3
routed_via_density=5.54
drtAntennaViolNets=0
drtIter0Drc=2349

[final_layout]
syn_to_final_growth_pct=6.94
seq_area_sq_um=0
finalInstanceArea_sq_um=46100
seq_cell_count=0
clock_buffers=0
fillers=10600
drive_above_1_share=0.0451

[run_status]
outcome=complete, no violations

[power_and_ir_drop]
leakage_nw=22.7
p_int_w=0.0108
cellPowerDensity_nw_per_um2=627
switchingPower_w=0.0181
total_power_w=0.0289
peakVddDrop_v=0.00180
p_sw_frac=0.626

[placement]
hpwl_mm=130
place_area_sq_um=46100
portBuffers=132
place.gp.congestion=1.09
dp_slack_ns=3.76

[grt]
overflow=0
track_usage=0.336
grt_max_degree=62
antenna_found_initial=11
grt_pass1_vias=38500
grt_pass1_wl_mm=250

[yosys]
top_cell=fa_1
synth_top_area_share=0.503
synth_warnings=0
ys_cells=5125
syn_area_sq_um=43100
synth-area-yosys_sq_um=43100
topCellsByArea=fa_1 (50%), inv_1 (9.2%), ha_1 (8.2%)
synthTopCellsByCount=fa_1 (1083), inv_1 (1056), nor2_1 (732)
syn-instance-count=5125
ys_seq_share=0
synthDistinctLibCells=96
synth_area_leader_cell=fa_1
avgSynthCellArea_sq_um=8.41

[job]
maxCapViolCount=0
warnings=68

[min_path]
hp-class=primary input to output pin

[worst max-delay path, stage by stage]
cell and delay, ns:
clkdlybuf4s50_1 0.77, buf_4 0.41, inv_1 0.11, buf_4 0.24, nor2_1 0.23, fa_1 0.46, inv_1 0.25, fa_1 0.47
inv_1 0.25, fa_1 0.51, fa_1 0.93, inv_1 0.47, fa_1 0.60, inv_1 0.05, fa_1 0.54, inv_1 0.05
fa_1 0.47, inv_1 0.06, fa_1 0.46, ha_1 0.51, nand4_1 0.22, or3_1 0.42, nor2_1 0.29, nand2_1 0.12
a2111oi_2 0.62, nor3_1 0.11, nor3b_1 0.21, clkdlybuf4s50_1 0.52
[cell families (layout without fill, tap and decap cells)]
logic type / Yosys count / in the layout / synth area share
simple gates: 1536 / 1536 / 0.148
buf+inv: 1384 / 1361 / 0.122
fa+ha+maj: 1364 / 1364 / 0.585
compound gates: 659 / 659 / 0.101
xor+xnor: 100 / 100 / 0.0205
mux: 82 / 82 / 0.0234
other cells: 0 / 8 / 0
[per-layer routing]
layer  global-route usage  vias up  wire length [microns]  part of all wire
met5              0.00522        -                     86           0.00052
met4                0.148       14                   9840             0.060
met3                0.149      388                  20200              0.12
met2                0.498     1756                  74600              0.45
met1                0.436    18300                  59900              0.36
li1                     -    15600                      -                 -
[area by class of cell]
type | count | area, sq um | share of cell area
inverters | 1078 | 4050 | 0.0878
diodes | 8 | 20.0 | 0.000434
repair buffers | 283 | 2430 | 0.0527
well taps | 1403 | 1760 | 0.0381
multi-input cells | 3741 | 37800 | 0.821
[worst min-delay path by stage]
stage	startpoint	endpoint	depth (start not counted)
CTS	inputB[1]	dataOut[1]	5
global route	inputB[1]	dataOut[1]	5
finish	inputB[1]	dataOut[1]	5
[metrics by stage]
step	hold slack [ns]	util	cells
global route	10.82	0.431	6505
CTS	10.79	0.431	6505
floorplan	9.72	-	5125
detailed placement	10.79	0.431	6505
finish	10.80	0.431	6513
global placement	10.80	0.431	6505
[power by group through the flow]
| stage | Sequential [W] | Clock [W] | Combinational (W) |
|---|---|---|---|
| global route | 0 | 0 | 0.0321 |
| CTS | 0 | 0 | 0.0288 |
[layout by cell type, fill, tap and decap left out, types with 12 or more instances in the layout]
master and instances:
o21ai_0 130, xor2_1 21, a221oi_1 17, o22ai_1 37
or3_1 12, a211oi_1 27, ha_1 281, nor4_1 12
nor3_1 49, nand4_1 20, xnor2_1 78, mux2i_1 59
a211o_1 21, mux4_2 14, a21oi_1 184, o211ai_1 16
a31oi_1 19, inv_1 1055, o21a_1 18, buf_4 151
clkinv_1 19, a21o_1 52, nor2_1 731, clkdlybuf4s50_1 127
fa_1 1082, o21bai_1 21, nand2_1 567, nor2b_1 16
nand2b_1 22, and2_1 17, o221ai_1 15, nand3_1 31
and3_1 15
