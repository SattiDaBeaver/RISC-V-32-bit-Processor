`design/flow/config.mk`:
```
export PLATFORM = sky130hd
export DESIGN_NAME = RFile
export DESIGN_NICKNAME = RFile
export VERILOG_FILES = /design/flow/design.v
export SDC_FILE = /design/flow/constraint.sdc
export NUM_CORES = 4
export LEC_CHECK = 1
export CORE_UTILIZATION = 50
export SYNTH_HDL_FRONTEND = slang
```
`design/flow/constraint.sdc`:
```
current_design RFile

set clk_period 24.8
set clk_io_pct 0.2

create_clock -name clk0 -period $clk_period [get_ports {Clk}]

set non_clock_inputs [all_inputs -no_clocks]
set_input_delay [expr $clk_period * $clk_io_pct] -clock clk0 $non_clock_inputs
set_output_delay [expr $clk_period * $clk_io_pct] -clock clk0 [all_outputs]
```
`design/flow/design.v`:
```
module RFile #(dataWidth = 32, AddressWidth = $clog2(dataWidth), numReg = 32)
             (
             input logic Clk ,
             input logic RFwrite,
             input logic reset,
             input logic [AddressWidth-1:0] RegA,
             input logic [AddressWidth-1:0] RegB,
             input logic [AddressWidth-1:0] RegW,
             input logic [dataWidth-1:0] dataW,
             output logic [dataWidth-1:0] dataA,
             output logic [dataWidth-1:0] dataB );
integer i;
logic [dataWidth-1:0] registers [numReg-1:0];
initial begin
for(i=0;i<numReg;i++) begin
    registers [i] <= 0;
end
end 
always @ (posedge Clk) begin 
    if(reset) begin
        for(i=0;i<numReg;i++)begin
        registers [i] <= 0;
        end
    end
    else if(RFwrite) begin 
        if(RegW == 0)begin
            registers[0] <= 0;
        end
        else begin
        registers[RegW] <= dataW;
        end
    end
end
always @(*) begin
    dataA = registers[RegA];
    dataB = registers[RegB];
end
endmodule
```
`design/flow/run.sh`:
```
#!/bin/bash
# OpenROAD 26Q1-2900-gdf79404cd8, Yosys 0.63+post, stock flow scripts
make -C /OpenROAD-flow-scripts/flow DESIGN_CONFIG=/design/flow/config.mk WORK_HOME=/design/flow/orfs finish
```
==> flow_summary.json <==
{
  "status": "finished, final reports clean",
  "fin_crit_ns": 14.21,
  "area_growth_pct": 10.7,
  "cp_max_fo": 87,
  "post_drt_wl_per_cell_um": 31.2,
  "ys_area_mm2": 0.0561,
  "die_area_mm2": 0.113,
  "synth_cell_types": 32,
  "fp-utilization": 0.505,
  "drive_above_1_share": 0.0861,
  "cp-end-kind": "output port",
  "top_area_frac": 0.548,
  "antenna_found_initial": 3,
  "vias": 38000,
  "area_leaders": "edfxtp_1 55%, mux2i_1 18%, and2_1 11%",
  "max_freq_mhz": 70.4,
  "hpwl_mm": 105,
  "drc": 0,
  "cts-hold-fix-buffers": 0,
  "gp_congestion": 0.906,
  "via_per_inst": 6.15,
  "rsz0062_at_grt": "false",
  "cpPeakStageDelay_ns": 0.76,
  "dpl_cell_area_mm2": 0.0583,
  "htree_levels": 3,
  "synth-main-ff-cell": "edfxtp_1",
  "tightest_slew_ns": 0.988,
  "setup_tns_ns": 0,
  "ys_warn_count": 0,
  "largest_register": "registers",
  "mappedNetlistArea_mm2": 0.0561,
  "slew_viol_final": 0,
  "cp_data_arrival_time_ns": 9.25,
  "drt_iter0_markers": 2529,
  "edf_count": 1024,
  "final_cell_area_mm2": 0.0621,
  "rows": 122,
  "finalCoreUtilization": 0.559,
  "cts_tree": "yes",
  "maxSlewHeadroom": 0.340,
  "fill_cells": 8861,
  "core_region_area_mm2": 0.111,
  "fp.dieH_um": 337,
  "clk_pin_slew_ns": 0.06,
  "syn_inst": 4604,
  "p_leak_nw": 24.1,
  "finalCritPeriodShare": 0.573,
  "routed_wl_mm": 193,
  "drtPass1Iterations": 6,
  "postCtsSetupRepairBufs": 0,
  "required_ns": 19.84,
  "postCtsResizedCells": 0,
  "cp_cell_sequence": "buf_8 > buf_12 > buf_4 > buf_4 > mux2i_1 > a22o_1 > nor3_1 > a31oi_1 > nand3_1 > clkdlybuf4s50_1",
  "grt_pass1_wl_mm": 274,
  "clk_root_buffer_cell": "clkbuf_16",
  "async_reset_ff_frac": 0,
  "tool_warnings": 26,
  "hold_viol": 0,
  "largest_reg_flops": 1024,
  "ys_ff": 1024,
  "top_area_cell": "edfxtp_1",
  "track_usage": 0.372,
  "grt_max_degree": 88,
  "ys_cells": 4604,
  "grt-ovfl-total": 0,
  "grt_pass1_vias": 38900,
  "cellPowerDensity_mw_per_mm2": 68.3,
  "numCtsBuffers": 116,
  "postRouteAntennaNets": 0,
  "cp_slowest_cell": "buf_4",
  "hp-class": "input pin to register",
  "clock-sinks": 1024,
  "cap_violations": 0,
  "critPathKind": "input pin to output port",
  "io_buffer_count": 113,
  "synth_seq_share": 0.548,
  "ios": 114,
  "ctsLongestPathBuffers": 3,
  "crit_path_start_kind": "input pin",
  "setup_violations": 0,
  "irDropWorstVdd_uv": 67.5,
  "syn_avg_cell_area_um2": 12.2,
  "reg_top3": "registers (1024)",
  "fp.dieW_um": 337,
  "crit_path_frequent_cell": "buf_4"
}
==> synth_stat cells (87+ instances only) <==
library cell,number
a22oi_1,192
and2_1,994
clkbuf_1,186
edfxtp_1,1024
clkbuf_2,87
a21oi_1,192
mux2i_1,1024
nand2_1,196
a22o_1,128
nand3_1,193
==> cell usage in the layout, fill, tap and decap left out, types with 18 or more instances in the layout <==
cell type / netlist / final
a21oi_1: 192 / 192
a22o_1: 128 / 128
a22oi_1: 192 / 192
a31oi_1: 64 / 64
and2_1: 994 / 992
buf_4: 64 / 156
clkbuf_1: 186 / 30
clkbuf_16: 0 / 119
clkdlybuf4s50_1: 0 / 111
clkinv_1: 0 / 29
clkinv_2: 0 / 18
conb_1: 1 / 32
edfxtp_1: 1024 / 1024
mux2i_1: 1024 / 1024
nand2_1: 196 / 194
nand3_1: 193 / 193
nor2_4: 3 / 33
nor3_1: 64 / 64
or2_2: 33 / 33
==> cells by family (layout without fill, tap and decap cells) <==
logic type / after synthesis / count (layout) / share of synthesized area
compound gates: 577 / 577 / 0.0701
buf+inv: 444 / 487 / 0.0414
flops: 1024 / 1024 / 0.548
mux: 1024 / 1024 / 0.183
other cells: 1 / 38 / 0.0000669
simple gates: 1534 / 1534 / 0.157
==> critical path, delay by kind of cell <==
family / cells / cell delay (ns)
muxes: 1 / 0.27
buffers and inverters: 5 / 3.07
and+or+nand+nor: 2 / 0.31
AOI/OAI and AO/OA: 2 / 0.41
==> power by group <==
group	internal (mW)	leakage [nW]	switching (mW)	total, mW
Sequential	2.00	9.75	0.0460	2.05
Combinational	0.182	12.6	0.317	0.499
Clock	0.987	1.80	0.708	1.69
Total	3.17	24.1	1.07	4.24
==> metrics by stage <==
stage	power, mW	std cells	setup WS (ns)	hold slack (ns)
final	4.24	6172	10.59	5.18
after global routing	4.37	6166	10.53	5.21
after CTS	4.25	6166	10.72	5.16
after detailed placement	2.57	5951	10.73	5.91
after global placement	2.57	5951	10.69	5.91
after floorplan	2.36	4635	13.83	5.16
==> per-layer routing <==
| metal | GRT usage | part of all wire | up-vias |
|---|---|---|---|
| met1 | 0.495 | 0.36 | 18400 |
| met2 | 0.513 | 0.44 | 2372 |
| met5 | 0.0136 | 0.00072 | - |
| li1 | - | - | 16800 |
| met3 | 0.259 | 0.17 | 387 |
| met4 | 0.0996 | 0.035 | 5 |
==> path summary, 6_finish.rpt <==
check / startpoint / endpoint / slack (ns) / cells after the start
worst max-delay path: RegA[1] / dataA[2] / 10.59 / 10
worst min-delay path: dataW[16] / registers[25][16]$_SDFFCE_PN0P_ / 5.18 / 3
==> final cells by class <==
cell class	count	area, µm²	area share
diodes	6	15.0	0.000242
multi-input cells	3167	23400	0.376
clock buffers	149	3090	0.0498
clock inverters	66	609	0.00982
repair buffers	272	2370	0.0382
well taps	1488	1860	0.0300
flip-flops and latches	1024	30700	0.495
Power figures rest on the tool's default switching activity, not on a simulated workload.
