==> config.mk <==
export PLATFORM = sky130hd
export DESIGN_NAME = neuron
export DESIGN_NICKNAME = neuron
export VERILOG_FILES = /design/flow/design.v
export SDC_FILE = /design/flow/constraint.sdc
export NUM_CORES = 4
export LEC_CHECK = 1
export CORE_AREA = 10 10 97 97
export DIE_AREA = 0 0 107 107
export SYNTH_HDL_FRONTEND = slang
==> constraint.sdc <==
current_design neuron

set clk_period 2.5
set clk_io_pct 0.2

create_clock -name clk0 -period $clk_period [get_ports {clk}]

set non_clock_inputs [all_inputs -no_clocks]
set_input_delay [expr $clk_period * $clk_io_pct] -clock clk0 $non_clock_inputs
set_output_delay [expr $clk_period * $clk_io_pct] -clock clk0 [all_outputs]
==> design.v <==
module neuron #(
    parameter layerNumber = 0, neuronNumber = 0, numWeights = 256, dataWidth = 8, weightIntWidth = 4, biasFile = "b_l0_n0.mif", weightFile = "w_l0_n0.mif"
)   (
    input   logic                       clk,
    input   logic                       reset,
    input   logic    [dataWidth-1:0]    neuronIn,
    input   logic                       neuronValid,
    input   logic                       weightValid,
    input   logic                       weightWriteEn,
    input   logic                       biasWriteEn,
    input   logic    [31:0]             weightData,
    input   logic    [31:0]             biasData,
    input   logic    [31:0]             config_layer_number,
    input   logic    [31:0]             config_neuron_number,
    output  logic    [dataWidth-1:0]    neuronOut,
    output  logic                       neuronOutValid
    );
    parameter addressWidth = $clog2(numWeights);
    logic    [dataWidth-1:0]            weightOut;
    logic    [2*dataWidth-1:0]          multOut;     
    logic    [2*dataWidth-1:0]          adderOut;
    logic    [2*dataWidth-1:0]          adderOutWire;
    logic    [2*dataWidth-1:0]          biasOut [0:0];
    logic    [2*dataWidth-1:0]          sumOut;
    logic    [2*dataWidth-1:0]          sumOutWire;
    logic    [dataWidth-1:0]            reluOut;
    logic    [addressWidth-1:0]         weightAddress;
    logic                               readEn;
    logic                               MACenable;
    logic                               activationEnable;
    typedef enum logic [1:0] {
        IDLE,
        MAC_STATE,
        DELAY_STATE,
        OUTPUT_STATE
    } state_t;
    state_t state;
    state_t nextState;
    always_comb begin
        nextState         = state;
        MACenable         = 0;
        readEn            = 0;
        activationEnable  = 0;
        case (state)
            IDLE: begin
                if (neuronValid) begin
                    nextState = MAC_STATE;
                end
                else begin
                    nextState = IDLE;
                end
            end
            MAC_STATE: begin
                MACenable =  1;
                readEn = 1;
                if (weightAddress == (numWeights - 1)) begin
                    nextState = DELAY_STATE;
                end
                else begin
                end
            end
            DELAY_STATE: begin
                readEn = 0;
                nextState = OUTPUT_STATE;
            end
            OUTPUT_STATE: begin
                activationEnable = 1;
                nextState = OUTPUT_STATE;
            end
            default: begin
                nextState = IDLE;
            end
        endcase
    end
    always_ff @ (posedge clk) begin
        if (reset) begin
            weightAddress <= 0;
            state <= IDLE;
        end 
        else begin
            state <= nextState;
        end
        if (state == MAC_STATE) begin
            if (weightAddress == (numWeights - 1)) begin
                    weightAddress <= 0;
            end
            else begin
                    weightAddress <= weightAddress + 1;
            end
        end
    end
    always_comb begin
        multOut = $signed(weightOut) * $signed(neuronIn);
    end
    assign adderOutWire = $signed(multOut) + $signed(adderOut);
    always_ff @ (posedge clk) begin
        if (reset) begin
            adderOut <= 0;
        end
        else if (MACenable) begin
            if ((multOut[2*dataWidth-1] == 1) && (adderOut[2*dataWidth-1] == 1) && (adderOutWire[2*dataWidth-1] == 0)) begin
                adderOut <= {1'b1,{(2*dataWidth-1){1'b0}}};  
            end
            else if ((multOut[2*dataWidth-1] == 0) && (adderOut[2*dataWidth-1] == 0) && (adderOutWire[2*dataWidth-1] == 1)) begin
                adderOut <= {1'b0,{(2*dataWidth-1){1'b1}}};  
            end
            else begin
                adderOut <= $signed(multOut) + $signed(adderOut);
            end
        end
        else begin
            adderOut <= adderOut;
        end
    end
    initial begin
        $readmemb(biasFile, biasOut);
    end
    always_ff @ (posedge clk) begin
        if (biasWriteEn) begin
            biasOut[0] <= biasData;
        end
        else begin
            biasOut[0] <= biasOut[0];
        end
    end
    assign sumOutWire = $signed(adderOut) + $signed(biasOut[0]);
    always_comb begin
        if ((biasOut[0][2*dataWidth-1] == 1) && (adderOut[2*dataWidth-1] == 1) && (sumOutWire[2*dataWidth-1] == 0)) begin
            sumOut = {1'b1,{(2*dataWidth-1){1'b0}}};  
        end
        else if ((biasOut[0][2*dataWidth-1] == 0) && (adderOut[2*dataWidth-1] == 0) && (sumOutWire[2*dataWidth-1] == 1)) begin
            sumOut = {1'b0,{(2*dataWidth-1){1'b1}}};  
        end
        else begin
            sumOut = $signed(adderOut) + $signed(biasOut[0]);
        end
    end
    reLU #(
        .sumWidth(2*dataWidth),
        .dataWidth(dataWidth)
    ) ReLU (
        .dataIn(sumOut),
        .dataOut(reluOut)
    );
    always_ff @ (posedge clk) begin
        if (reset) begin
            neuronOut <= 0;
            neuronOutValid <= 0;
        end
        else if (activationEnable) begin
            neuronOut <= reluOut;
            neuronOutValid <= 1;
        end
        else begin
            neuronOut <= neuronOut;
            neuronOutValid <= 0;
        end
    end
    weights #(
        .numWeights(numWeights),
        .neuronNumber(neuronNumber),
        .layerNumber(layerNumber),
        .addressWidth(addressWidth),
        .dataWidth(dataWidth),
        .weightFile(weightFile)
    ) Weight (
        .clk(clk),
        .readEn(readEn),
        .writeEn(writeEn),
        .addr(weightAddress),
        .dataIn(weightData),
        .dataOut(weightOut)
    );
endmodule: neuron
module reLU #(
    parameter sumWidth = 16, dataWidth = 8
)(
    input   logic   [sumWidth-1:0]     dataIn,
    output  logic   [dataWidth-1:0]     dataOut
);
    always_comb begin
        if (dataIn[sumWidth-1] == 0) begin
            dataOut = dataIn[sumWidth-1-:dataWidth];
        end 
        else begin
            dataOut = 0;
        end
    end
endmodule: reLU
module weights #(
    parameter numWeights = 16, neuronNumber = 0, layerNumber = 1, addressWidth = 4, dataWidth = 16, weightFile = "w_l0_n0.mif"
) (
    input   logic                       clk,
    input   logic                       readEn,
    input   logic                       writeEn,
    input   logic   [addressWidth-1:0]  addr,
    input   logic   [dataWidth-1:0]     dataIn,
    output  logic   [dataWidth-1:0]     dataOut
);
    (* ramstyle = "M9K" *)  
    logic   [dataWidth-1:0]   mem   [0:numWeights-1];      
        initial begin
            $readmemb(weightFile, mem);
        end
    always_comb begin
        if (readEn) begin
            dataOut = mem[addr];
        end
        else dataOut = 0;
    end
endmodule: weights
==> run.sh <==
#!/bin/bash
# OpenROAD 26Q1-2900-gdf79404cd8, Yosys 0.63+post, stock flow scripts
make -C /OpenROAD-flow-scripts/flow DESIGN_CONFIG=/design/flow/config.mk WORK_HOME=/design/flow/orfs finish
==> flow_results.org <==
* Flow results

** Logic synthesis
- Number of synthesis warnings :: 0
- Averaged over all synthesized cells, the footprint is 11.8 µm².
- Leading area contributor after synthesis :: sky130_fd_sc_hd__edfxtp_1
- Main area contributors after synthesis :: sky130_fd_sc_hd__edfxtp_1 (42%), sky130_fd_sc_hd__dfxtp_1 (21%), sky130_fd_sc_hd__o221ai_1 (5.4%), sky130_fd_sc_hd__a21oi_1 (4.0%), sky130_fd_sc_hd__nand2b_1 (3.9%)
- Top-area cell share :: 0.425
- Counting distinct cell types in the post-synthesis netlist gives 27.
- Chip area line of the yosys report :: 1130 µm²
- Number of flops mapped to enable cells by yosys :: 16
- After synthesis the netlist holds a flip-flop and latch count of 28.
- Looking at the cell usage after synthesis, the top flip-flop cell is sky130_fd_sc_hd__edfxtp_1.
- FFs w/ async S/R, synth :: 0
- After technology mapping, the gate count stands at 96.
- For this run, the register share of the synthesized area comes to 0.637.
- Total standard cell area after synthesis :: 1130 µm²
- In the Yosys report the total cell count is 96.

** Final layout
- Per the cell usage report, the commonest logic cells after layout are sky130_fd_sc_hd__clkdlybuf4s50_1 (19), sky130_fd_sc_hd__edfxtp_1 (16), sky130_fd_sc_hd__dfxtp_1 (12).
- Between the synthesized netlist and the finished layout, the area growth was recorded as 30.3%.
- For this run, the number of standard cells in the final layout without fillers is 215.
- Per the layout report, the design carries 812 filler cells.
- Commonest Layout Cell :: sky130_fd_sc_hd__clkdlybuf4s50_1
- Across the whole layout, storage elements account for 721 µm².
- Post-route core utilization :: 0.202
- Multi-input gate area :: 375 µm²
- In the final layout, the share of cells above drive strength 1 is 0.0603.

** Global routing
- Per the GRT congestion report, total overflow comes to 0.
- Pin count of the biggest net entering global routing :: 17
- Total global-route track usage over all layers is 0.0367.
- Via count of the first global-routing pass :: 762
- The first global-routing pass estimated 3.53 mm of wire.
- The initial antenna violation count came to 0.

** Critical path
- Grouping stages by cell kind, the critical path spends the most delay in buffers and inverters.
- Nature of the critical path startpoint :: register
- Critical setup path kind :: register to output pin
- The signal on the critical path passes through clkdlybuf4s50_1.
- Max incr delay on CP :: 0.49 ns
- CP arrival :: 1.10 ns
- The worst setup path is captured at an output pin.
- Of all nets on the critical path, the largest fanout is 2.
- Together, buffers and inverters on the worst path number 1.
- Worst Path Required :: 2.00 ns
- Cell with the largest stage delay on the worst path :: sky130_fd_sc_hd__clkdlybuf4s50_1

** CTS
- Deepest clock path buffer count :: 2
- Num CTS Buffers :: 3
- Total number of H-tree levels :: 1
- TritonCTS reports the number of clock sinks as 28.
- Clock latency (worst-skew pair) :: 0.26 ns
- Number of hold-repair buffers added at the cts stage :: 0
- Post-CTS Resized :: 0
- Per the post-CTS timing run, clock transition at the registers of the reported paths is 0.09 ns.
- In this run the post-CTS setup repair buffer count came out at 0.
- TritonCTS built the clock tree.
- Clk Tree Root Cell :: sky130_fd_sc_hd__clkbuf_8

** Final timing
- Highest clock rate :: 625 MHz
- The end-of-flow timing check tallies setup violations at 0.
- Setup repair after global routing left no endpoint under its margin.
- The final timing report lists a max-slew violation count of 0.
- Endpoints failing hold in the final report were tallied at 0.
- Final critical-path share of the clock period :: 0.640
- The clock arrives with 0.00509 ns of skew.
- Adding up every negative setup slack in the final design gives 0 ns.
- For the finished layout, the period the worst path requires is 1.60 ns.

** Routing
- Detailed-route DRC error count :: 0
- Using the TritonRoute via totals, the vias-per-cell ratio works out to 3.49.
- In this run the remaining antenna-violating nets after routing total 0.
- For this block, the routed nets add up to 2.09 mm of wire.
- Count of antenna diodes in the layout :: 0
- The routed design shows a wire length per standard cell of 9.71 µm.
- The first routing iteration left 57 violations.
- The first detailed-routing pass ran for 4 iterations.
- Vias after detailed routing :: 751

** Min path
- Hold/Removal Path Class :: register to register

** Floorplan
- The initial utilization of the core area, before any placement, comes to 0.155.
- Chip width :: 107 µm
- From bottom edge to top edge, the die measures 107 µm.
- The floorplan report gives the top-level pin count as 151.
- Floorplan row count :: 31
- Core footprint :: 7290 µm²
- Chip area :: 11400 µm²

** Flow run
- Total number of warnings across the stage logs :: 155
- Tally of max-capacitance violations :: 0

** Placed design
- Detailed placement HPWL :: 1.59 mm
- Inst Count DP :: 212
- During placement, the flow inserted port buffers numbering 19.
- Global placer's final weighted congestion :: 0.702

** Power and ir drop
- In this run the static leakage power is 0.472 nW.
- Per the power-grid run, VDD falls by no more than 0.165 mV.
- Dividing total power by cell area gives a power density of 566 nW/µm².
- Overall Power :: 0.835 mW

** Run status
- Result of the run :: finished, final reports clean
[final cells by class]
cell class	instances	share of cell area
Clock buffer	3	0.0280
Inverter	4	0.0102
Multi-Input combinational cell	61	0.255
Sequential cell	28	0.489
Tap cell	99	0.0840
Timing Repair Buffer	20	0.134
[cells by family after synthesis]
| group | synth area share |
|---|---|
| AND-OR/OR-AND | 0.121 |
| XOR/XNOR | 0.0232 |
| adder cells (fa/ha/maj) | 0.0221 |
| buffers and inverters | 0.0343 |
| flip-flops | 0.637 |
| other | 0.00332 |
| AND/OR/NAND/NOR | 0.159 |
[final timing paths]
kind	startpoint	end	slack, ns	cells past startpoint
worst max-delay path	neuronOut[5]$_SDFFE_PP0P_	neuronOut[5]	0.90	1
worst min-delay path	state[1]$_DFF_P_	state[3]$_DFF_P_	0.44	2
worst max register to register	weightAddress[0]$_SDFFCE_PP0P_	weightAddress[3]$_SDFFCE_PP0P_	0.92	4
worst min register to register	state[1]$_DFF_P_	state[3]$_DFF_P_	0.44	2
[metal layers]
layer | global-route usage | part of all wire | vias to the layer above
met1 | 0.0497 | 0.46 | 346
met4 | 0.00774 | 0.015 | 0
met3 | 0.0152 | 0.066 | 2
met2 | 0.0540 | 0.45 | 11
met5 | 0 | 0 | -
li1 | - | - | 392
[sequential cells by signal, summed over array words and instances (netlist names)]
| name | cells |
|---|---|
| state | 4 |
| neuronOutValid | 1 |
| biasOut | 8 |
| weightAddress | 8 |
| neuronOut | 7 |
[report_power, final]
| group | leakage [nW] | switching, mW | internal (mW) |
|---|---|---|---|
| Combinational | 0.190 | 0.0344 | 0.0312 |
| Sequential | 0.261 | 0.0193 | 0.516 |
| Clock | 0.0216 | 0.126 | 0.108 |
| Total | 0.472 | 0.179 | 0.655 |
[worst register-to-register path, delay by kind of cell (launching register included)]
kind | cells | cell delay (ns)
flip-flops | 1 | 0.41
AND-OR/OR-AND | 1 | 0.40
adder cells (fa/ha/maj) | 1 | 0.30
AND/OR/NAND/NOR | 2 | 0.22
[synthesized netlist by cell type (2+ instances only)]
cell / count
sky130_fd_sc_hd__edfxtp_1: 16
sky130_fd_sc_hd__dfxtp_1: 12
sky130_fd_sc_hd__a21oi_1: 9
sky130_fd_sc_hd__nand2b_1: 7
sky130_fd_sc_hd__nor2_1: 7
sky130_fd_sc_hd__o221ai_1: 7
sky130_fd_sc_hd__nand2_1: 5
sky130_fd_sc_hd__nand3_1: 5
sky130_fd_sc_hd__inv_1: 3
sky130_fd_sc_hd__or3_1: 3
sky130_fd_sc_hd__a31oi_1: 2
sky130_fd_sc_hd__buf_4: 2
sky130_fd_sc_hd__ha_1: 2
sky130_fd_sc_hd__o21ai_0: 2
sky130_fd_sc_hd__xor2_1: 2
[metrics by stage]
step | worst slack [ns] | hold slack [ns] | area, µm²
floorplan | 1.15 | 0.411 | 1130
global placement | 0.886 | 0.415 | 1430
detailed placement | 0.901 | 0.427 | 1430
CTS | 0.887 | 0.449 | 1470
global route | 0.802 | 0.494 | 1470
finish | 0.900 | 0.444 | 1470
Power and IR drop assume default switching activity.
